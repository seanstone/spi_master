**/design/flow/constraint.sdc**
```tcl
current_design spi_master_m

set clk_period 1.0
set clk_io_pct 0.2

create_clock -name clk0 -period $clk_period

set non_clock_inputs [all_inputs -no_clocks]
set_input_delay [expr $clk_period * $clk_io_pct] -clock clk0 $non_clock_inputs
set_output_delay [expr $clk_period * $clk_io_pct] -clock clk0 [all_outputs]
```
**/design/flow/design.v**
```verilog
module spi_master_m (input CLK, output BUSY, output TXE = 1, input [7:0] DOUT, output [7:0] DIN, output CS, output SCK, input MISO, output MOSI);
    parameter t_pre = 0;
    parameter t_post = 0;
    reg [3:0] n = 0;
    wire [3:0] SCK_n = 7 - (n - (t_post + 1));
    wire SCK_output = BUSY && 0 <= SCK_n && SCK_n <= 7;
    reg [7:0] dout = 0;
    assign BUSY = n > 0;
    assign SCK = SCK_output && CLK;
    assign MOSI = SCK_output && dout[SCK_n];
    assign CS = !BUSY;
    always @ (CLK) begin
        if (CLK) begin  
            if (SCK_output) begin
                DIN[SCK_n] <= MISO;  
            end
        end
        else begin  
            if (BUSY) begin
                n <= n - 1;  
            end
        end
        if (!BUSY && !TXE) begin
            n <= 7 + (t_pre + 1) + (t_post + 1);
            dout <= DOUT;  
            TXE <= 1;
            DIN <= 0;
        end
    end
    always @ (DOUT) begin
        TXE <= 0;
    end
endmodule
```
**/design/flow/config.mk**
```make
export PLATFORM = sky130hd
export DESIGN_NAME = spi_master_m
export DESIGN_NICKNAME = spi_master_m
export VERILOG_FILES = /design/flow/design.v
export SDC_FILE = /design/flow/constraint.sdc
export NUM_CORES = 4
export LEC_CHECK = 1
export CORE_AREA = 10 10 74 74
export DIE_AREA = 0 0 84 84
```
**/design/flow/run.sh**
```bash
#!/bin/bash
# OpenROAD 26Q1-2900-gdf79404cd8, Yosys 0.63+post, stock flow scripts
make -C /OpenROAD-flow-scripts/flow DESIGN_CONFIG=/design/flow/config.mk WORK_HOME=/design/flow/orfs finish
```
==> results.txt <==
flow finished, numbers: status=finished clean, critical-path cell list=dlygate4sd2_1 > and3_1 > buf_2, Core Density at Floorplan=17.0%, Worst Path Max Fanout=2, P_sw=around 0.011 mW, Compound Share, Synth=between 10% and 20%, total grt overflow=0, final setup vio count=0, fin area=843 sq um, total wire length=1350 um, die area=0.00706 sq mm, Port Buffers=13, num rows=23, dominant cell type by area after synthesis=dlxtn_1, GRT Overall Usage=3.71%, number of vias per cell=3.86, Yosys warning total=21, Worst Hold Depth=3, hold buffers post-CTS=0, crit path from=CLK, Cells after DPL=139, Peak VDD IR=36.4 uV, Synth Area in Simple Gates=30.2%, Hold Path Sink=SCK, Die H=about 84 um, Worst EP arrival=0.70 ns, antenna-violating nets left=0, CP delay by family, top=buffers and inverters, initial antenna violation count=0, Die Wd=84 um, max_cap viols=0, Core ar.=approximately 0.004 sq mm, Multiplexer share=~8.2%, Yosys Chip Area=674 sq um, P_leak=around 0.33 nW, register bit total from synthesis=12, Hold Path Origin=CLK, largest net degree at the start of global routing=14, Final period util=89.8%, vias in the first global route=487, RSZ-0062 raised after global routing=false, Sequential Power Share=31.2%, DR iter-0 viols=18, Setup TNS Final=0 ns, fraction of layout cells with a size suffix above 1=17.8%, critical path startpoint category=primary input, fin cells=140, async set-reset flop share out of synthesis=0%, Int Pwr=approximately 0.035 mW, fmax=1.11 GHz, OpenROAD warnings=44, I/O pins=23, ant diodes=0, Post-Synth Adder-Cell Area=a little under a tenth, ys cells=80, logic gate share of total power=about 70%, Switching Share=23.6%, Tmin final=0.898 ns, via count=540, worst min path class=in -> out, register pins left without a clock=12, Worst path max stage delay=0.24 ns, Power Density=54.4 mW/mm^2, Layout fillers=446, Yosys cell types=29, gp weighted congestion=0.766, Comb gate area=435 sq um, Post-DP HPWL=1130 um, Yosys top cell area share=about a quarter, Dominant flop cell=dlxtn_1, Mapped Area=~670 sq um, crit end category=output pin, Remaining DRCs=0, first-pass GRT wire length=between 2000 and 2500 um, slowest CP cell=dlygate4sd2_1, Post-Syn Area per Cell=8.43 sq um, largest family of logic cells by area=simple AND/OR/NAND/NOR gates, critical path class=in -> out, Clock Power Share=0%, required time of the critical path=roughly 0.80 ns, area grow syn2layout=25.0%, final-report max-slew violation count=0, largest cells by area after synthesis=dlxtn_1, ha_1, o2bb2ai_1, Hold Violations, Final=0, FF/Latch Area=180 sq um, endpoints left unconstrained=22, XORs/XNORs by Area=~2.6%, drt first pass iters=2, Avg WL per Cell=approximately 9.6 um, worst path buffer plus inverter count=2, number of enable flip-flop cells=0, hold slack final=0.862 ns, Placed Area=approximately 840 sq um, Cells after Synth=80
-- cells by family after synthesis --
group	Yosys count
buffers and inverters	12
XOR/XNOR	2
multiplexers	4
other	2
latches	12
adder cells (fa/ha/maj)	5
AND-OR/OR-AND	11
AND/OR/NAND/NOR	32
-- routing by layer --
metal  vias up  GRT usage, %  part of all wire (%)  wire [um]
met1       237          4.59                    46        625
met3         0         0.591                   3.8         51
met5         -             0                     0          0
met2         6          6.90                    50        671
met4         0             0                     0          0
li1        297             -                     -          -
-- through the flow --
| step | utilization [%] | total power, mW | setup WS, ns |
|---|---|---|---|
| after floorplan | - | 0.0247 | 0.483 |
| after global placement | 21.2 | 0.0485 | -0.491 |
| after detailed placement | 21.2 | 0.0485 | -0.499 |
| after CTS | 21.2 | 0.0476 | 0.102 |
| after global routing | 21.2 | 0.0514 | 0.0822 |
| final | 21.2 | 0.0459 | 0.102 |
-- power by group through the flow --
stage	clock network, mW	registers (mW)	logic (mW)
final	0	0.0143	0.0316
after global routing	0	0.0158	0.0356
after CTS	0	0.0146	0.0331
-- synthesized netlist by cell type, drive strengths merged (2+ instances only) --
cell type and number:
and2 2, and4bb 2, buf 5, conb 2, dlxtn 12, ha 5
inv 7, mux2 2, mux2i 2, nand2 4, nand2b 2, nand3 8
nor2 4, nor3 5, o21ai 3, o2bb2ai 6, xnor2 2
-- registers in the layout, summed over array words and instances, names as in the netlist --
name / cells
DIN: 8
n: 4
-- cell usage in the layout (no fill, tap or decap), drive strengths merged, types with 3 or more instances in the layout --
cell,n
dlxtn,12
clkdlybuf4s50,11
nand3,8
inv,7
o2bb2ai,6
ha,5
nor3,5
nor2,4
nand2,4
o21ai,3
buf,3
-- timing repair --
item                                    in CTS  in global routing
buffers inserted                             1                  0
endpoints found under the setup margin       1                  0
resized                                      4                  0
-- area by class of cell --
cell class / instances / share of cell area, %
tap: 50 / 7.42
timing repair buffer: 15 / 16.5
sequential: 12 / 21.4
inverter: 7 / 3.12
multi-input combinational: 56 / 51.6
-- tightest hold or removal path, delay by kind of cell --
| family | cells | cell delay [ns] |
|---|---|---|
| buf+inv | 2 | 0.30 |
| simple gates | 1 | 0.16 |
-- worst max-delay path by stage --
stage | end | slack [ns] | depth (start not counted)
6_report | SCK | 0.10 | 3
5_1_grt | SCK | 0.08 | 3
4_1_cts | SCK | 0.10 | 3
Power figures rest on the tool's default switching activity, not on a simulated workload.
